--- flow/config.mk ---
export PLATFORM = sky130hd
export DESIGN_NAME = game_fsm
export DESIGN_NICKNAME = game_fsm
export VERILOG_FILES = /design/flow/design.v
export SDC_FILE = /design/flow/constraint.sdc
export NUM_CORES = 4
export LEC_CHECK = 1
export CORE_AREA = 10 10 70 70
export DIE_AREA = 0 0 80 80
--- flow/constraint.sdc ---
current_design game_fsm

set clk_period 1.3
set clk_io_pct 0.2

create_clock -name clk0 -period $clk_period [get_ports {clk}]

set non_clock_inputs [all_inputs -no_clocks]
set_input_delay [expr $clk_period * $clk_io_pct] -clock clk0 $non_clock_inputs
set_output_delay [expr $clk_period * $clk_io_pct] -clock clk0 [all_outputs]
--- flow/design.v ---
module game_fsm (
  input  wire clk,
  input  wire rst,
  input  wire start_btn,
  input  wire pause_btn,
  input  wire dead_in,
  output reg  [1:0] state     
);
  localparam IDLE  = 2'd0;
  localparam RUN   = 2'd1;
  localparam PAUSE = 2'd2;
  localparam DEAD  = 2'd3;
  always @(posedge clk or posedge rst) begin
    if (rst) begin
      state <= IDLE;
    end else begin
      case (state)
        IDLE : state <= start_btn ? RUN  : IDLE;
        RUN  : state <= dead_in   ? DEAD : (pause_btn ? PAUSE : RUN);
        PAUSE: state <= pause_btn ? RUN  : PAUSE;
        DEAD : state <= start_btn ? IDLE : DEAD;
        default: state <= IDLE;
      endcase
    end
  end
endmodule
--- flow/run.sh ---
#!/bin/bash
# OpenROAD 26Q1-2900-gdf79404cd8, Yosys 0.63+post, stock flow scripts
make -C /OpenROAD-flow-scripts/flow DESIGN_CONFIG=/design/flow/config.mk WORK_HOME=/design/flow/orfs finish
==> flow_summary_export.csv <==
group,metric,value,unit
timing,drv_slew,0,
cts,cts_tree,"done",
global_route,overflow,0,
cts,cts_max_level,1,
placed_design,portBuffers,6,
route,wl,426,um
yosys,ys_seq_share,47.1,%
timing,post-route-period-util,84.1,%
pwr,power.clock.fraction,32.1,%
floorplan,initCoreUtil,3.11,%
finish,largest_reg_flops,2,
cts,root_buffer,"clkbuf_4",
timing,fmax,0.915,GHz
floorplan,die_area,6400,um^2
placed_design,post-place-ws,0.00418,ns
finish,fill_cells,412,
timing,layout_min_cycle_time,1.09,ns
pwr,p_per_area,1710,nW/um^2
pwr,p_leak,0.0968,nW
yosys,numSynthFlops,2,
placed_design,dp_cells,63,
cts,numCtsBuffers,3,
route,drc,0,
pwr,switchingPower,0.119,mW
timing,tightest_slew,0.197,ns
yosys,synth-edff-count,0,
timing,grt_setup_unrepaired,"no",
setup_path,end_kind,"flip-flop",
yosys,syn-cell-area,106,um^2
yosys,yosys.area.top_type_share,47.1,%
run_status,status,"finished clean",
yosys,synthFlopType,"dfrtp_1",
route,antenna-diode-count,0,
yosys,yosysTopAreaCell,"dfrtp_1",
finish,area_delta_synth_final,144,%
global_route,grt_max_degree,6,
floorplan,rows,21,
cts,clkSinkCount,2,
yosys,ys_warn_count,1,
yosys,synthTopCellsByArea,"dfrtp_1 (47%), a21bo_2 (9.4%), mux2i_1 (9.4%)",
finish,fin_util,7.58,%
yosys,top_cell,"dfrtp_1",
floorplan,ios,7,
route,vias,123,
route,drt_iter0_drc,10,
global_route,first_global_vias,131,
timing,fin_setup_tns,0,ns
floorplan,core_area,3420,um^2
cts,clkTransAtPathRegs,0.03,ns
route,ant_nets,0,
yosys,synth_chip_area,106,um^2
route,vias_per_cell,1.84,
yosys,avgSynthCellArea,10.6,um^2
pwr,ir_worst_vdd,0.250,mV
yosys,ys_types,9,
yosys,syn_inst,10,
pwr,cellInternalPower,0.324,mW
pwr,p_comb_share,44.0,%
run,max_cap_viol_count,0,
finish,drive_gt1_share,28.6,%
cts,insertion_delay,0.23,ns
global_route,antenna_found_initial,0,
hold_path,hold_path.class,"in2async",
finish,seq_area,50.0,um^2
timing,layout_setup_ws,0.207,ns
finish,logic_area,52.6,um^2
setup_path,cp.required,1.45,ns
pwr,power_frac_seq,24.0,%
finish,stdcell_area,259,um^2
finish,final_cells,67,
global_route,track_usage,1.37,%
yosys,ys_cells,10,
timing,hold_viol_final,0,
finish,top_regs,"state: 2 flops",
timing,slew_headroom,86.8,%
cts,cts_buffer_depth,2,
setup_path,crit_type,"reg2reg",
run,warnings,25,
setup_path,crit_path_start_kind,"flip-flop",
yosys,synthArstFlopShare,100,%
setup_path,cp_max_fo,3,
placed_design,dpl_cell_area,231,um^2
pwr,swShare,26.9,%
route,wl_per_cell,6.36,um
timing,fin_skew,0.00200,ns
floorplan,die_width,80,um
setup_path,worstPathArrival,1.24,ns
timing,setup_violations,0,
cts,cts_hold_buf,0,
floorplan,die_y,80,um
placed_design,globalplace.congestion,0.629,
route,drtPass1Iterations,2,
global_route,grt_first_pass_wirelength,607,um
finish,regMostFlops,"state",
[stage by stage]
step	hold WS, ns	total power, mW
after floorplan	0.00118	0.188
final	0.186	0.444
after CTS	0.180	0.457
after global placement	0.431	0.299
after detailed placement	0.418	0.305
after global routing	0.180	0.490
[cell usage in the layout, fill, tap and decap left out]
cell / n
clkdlybuf4s50_1: 4
clkbuf_4: 3
dlygate4sd2_1: 2
buf_4: 2
dfrtp_1: 2
mux2i_1: 1
nor3b_1: 1
a21bo_2: 1
o22ai_1: 1
or3b_1: 1
nor3_1: 1
a21oi_1: 1
inv_1: 1
[power groups by stage]
stage / combinational [mW] / sequential [mW] / clock, mW
final: 0.195 / 0.106 / 0.142
after global routing: 0.218 / 0.110 / 0.163
after CTS: 0.201 / 0.107 / 0.150
[logic make-up (layout without fill, tap and decap cells)]
group | count (synthesis) | in the layout | share of synthesized area, %
compound gates | 3 | 3 | 20.0
flops | 2 | 2 | 47.1
simple gates | 3 | 3 | 20.0
mux | 1 | 1 | 9.41
buf+inv | 1 | 12 | 3.53
[path summary, 6_finish.rpt]
kind	slack, ns	end	cells past startpoint	startpoint
max in group asynchronous	1.00	state[1]$_DFF_PP0_	2	rst
worst max register to register	0.21	state[1]$_DFF_PP0_	3	state[0]$_DFF_PP0_
worst min register to register	0.55	state[0]$_DFF_PP0_	2	state[0]$_DFF_PP0_
min in group clk0	0.55	state[0]$_DFF_PP0_	2	state[0]$_DFF_PP0_
worst max-delay path	0.21	state[1]$_DFF_PP0_	3	state[0]$_DFF_PP0_
worst min-delay path	0.19	state[0]$_DFF_PP0_	2	rst
[layer usage]
metal | GRT usage [%] | part of all wire (%) | vias to the layer above
met5 | 0 | 0 | -
met1 | 1.33 | 41 | 53
met4 | 0.880 | 6.1 | 0
met2 | 1.52 | 36 | 8
li1 | - | - | 59
met3 | 1.70 | 16 | 3
[worst max-delay path: stages, from the launching register on]
cell	delay (ns)
dfrtp_1	0.36
buf_4	0.14
or3b_1	0.37
a21oi_1	0.15
[repair_timing]
action | CTS | global route
buffers inserted | 1 | 0
endpoints found under the setup margin | 2 | 0
gates resized | 2 | 0
[layout make-up]
cell class	instances	area share, %
Clock buffer	3	8.70
Inverter	1	1.45
Multi-Input combinational cell	7	20.3
Sequential cell	2	19.3
Tap cell	46	22.2
Timing Repair Buffer	8	28.0
No activity file was given, so power comes from the tool's default toggle rates.
