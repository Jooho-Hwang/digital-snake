### flow/design.v
module snake_body_ram #(
  parameter MAX_LEN = 256
)(
  input  wire        clk,
  input  wire        wr_en,
  input  wire [7:0]  x_in,
  input  wire [6:0]  y_in,
  input  wire [7:0]  wr_idx,    
  output wire [7:0]  head_x,    
  output wire [6:0]  head_y
);
  reg [7:0] xs [0:MAX_LEN-1];
  reg [6:0] ys [0:MAX_LEN-1];
  always @(posedge clk) begin
    if (wr_en) begin
      xs[wr_idx] <= x_in;
      ys[wr_idx] <= y_in;
    end
  end
  assign head_x = xs[0];
  assign head_y = ys[0];
endmodule
### flow/run.sh
#!/bin/bash
# OpenROAD 26Q1-2900-gdf79404cd8, Yosys 0.63+post, stock flow scripts
make -C /OpenROAD-flow-scripts/flow DESIGN_CONFIG=/design/flow/config.mk WORK_HOME=/design/flow/orfs finish
### flow/config.mk
export PLATFORM = sky130hd
export DESIGN_NAME = snake_body_ram
export DESIGN_NICKNAME = snake_body_ram
export VERILOG_FILES = /design/flow/design.v
export SDC_FILE = /design/flow/constraint.sdc
export NUM_CORES = 4
export LEC_CHECK = 1
export CORE_AREA = 10 10 70 70
export DIE_AREA = 0 0 80 80
### flow/constraint.sdc
current_design snake_body_ram

set clk_period 6.1
set clk_io_pct 0.2

create_clock -name clk0 -period $clk_period [get_ports {clk}]

set non_clock_inputs [all_inputs -no_clocks]
set_input_delay [expr $clk_period * $clk_io_pct] -clock clk0 $non_clock_inputs
set_output_delay [expr $clk_period * $clk_io_pct] -clock clk0 [all_outputs]
==> metrics.csv <==
metric,value,unit
max-clock-path-buffers,2,
drc_errors,0,
postCtsSetupBuffers,0,
ys_async_sr_fraction,0,%
hold_buffers,0,
portBuffers,39,
top_cells_by_count,"15 x edfxtp_1, 1 x and4b_1, 1 x nor3_1, 1 x nor4_1",
synth_seq_share,95.5,%
yosysMostFrequentCell,edfxtp_1,
crit_chain,clkdlybuf4s50_1 -> nor4_1 -> and4b_1,
fp.dieH,80,µm
worst_pin_slew,658,ps
hp-class,input port to register,
slew_headroom,56.1,%
placed_cell_area,920,µm²
warnings,28,
crit_slowest_cell,and4b_1,
antenna_found_initial,0,
diodes,0,
syn-instance-count,18,
p_leak,0.310,nW
synth_cell_types,4,
grt_start_max_net_pins,16,
drv_cap,0,
slew_viol_final,0,
boundaryPins,40,
cts_root_buf,clkbuf_4,
cts_sinks,15,
vdd_drop_max,0.0775,mV
yosys_register_bits,15,
status,"finished, final reports clean",
period_needed,2690,ps
ys_cells,18,
flop_cell,edfxtp_1,
gp_congestion,0.679,
endpoint_kind,register,
stdcell_area,946,µm²
required,6010,ps
netlist_area,472,µm²
yosysTopAreaCellShare,95.5,%
tns,0,ps
syn_area_per_cell,26.2,µm²
dr.pass1.iters,2,
dp_hpwl,1340,µm
syn_to_final_growth,101,%
synthTopCellsByArea,"edfxtp_1 95%, and4b_1 2.1%, nor4_1 1.3%",
h-tree-depth,1,
cts_inserted_buffers,3,
grt_pass1_vias,386,
power.density,193,nW/µm²
crit_type,input port to register,
hold_viol,0,
wire_per_inst,13.9,µm
overflow,0,
grt_pass1_wl,2170,µm
edf_count,15,
finalCritPeriodShare,44.0,%
yosysWarnings,1,
setup_viol,0,
grt_setup_unrepaired,no,
die_area,6400,µm²
antenna_left,0,
yosysTopAreaCell,edfxtp_1,
cts_tree,yes,
die_x,80,µm
cp_max_fo,15,
timing.fmax,372,MHz
clk_pin_slew,80,ps
coreArea,3420,µm²
drive_gt1_share,4.92,%
max_stage_delay,670,ps
yosys_area,472,µm²
cts_resized,0,
wl,1490,µm
drtIter0Drc,5,
via_per_inst,3.16,
rows,21,
fillCellCount,361,
startpoint_type,input port,
cp.arrival,2600,ps
track_usage,4.63,%
fp_util,13.8,%
vias,338,
==> stage by stage <==
step	utilization [%]	hold slack, ps	power, mW	cells	setup slack, ps
final	27.7	1500	0.182	107	3410
after global routing	27.7	1480	0.190	107	3330
after CTS	27.7	1480	0.186	107	3430
after detailed placement	26.9	1780	0.132	103	3130
after global placement	26.9	1780	0.132	103	3150
after floorplan	-	1320	0.116	18	3750
==> logic make-up after synthesis <==
family	share of synthesized area [%]
flops	95.5
simple gates	4.51
==> cell type report <==
cell class              count  area (µm²)  area share, %
clock buffers               4        26.3           2.78
multi-input cells           3        21.3           2.25
flip-flops and latches     15         450           47.6
well taps                  46        57.6           6.08
repair buffers             39         390           41.3
==> registers in the layout (all words and copies together), names as in the netlist <==
signal,flops
ys,7
xs,8
==> metal layers <==
metal | global-route usage, % | vias to the layer above | wire, µm | part of all wire, %
met3 | 3.30 | 2 | 230 | 15
li1 | - | 160 | - | -
met5 | 0 | - | 0 | 0
met2 | 7.06 | 23 | 682 | 46
met4 | 0.880 | 0 | 6 | 0.40
met1 | 5.21 | 153 | 570 | 38
==> layout by cell type (no fill, tap or decap) <==
cell             instances
clkdlybuf4s50_1         39
edfxtp_1                15
clkbuf_4                 3
nor4_1                   1
nor3_1                   1
and4b_1                  1
clkbuf_1                 1
==> critical path: cells and delay by family <==
kind | cells | cell delay (ps)
buffers and inverters | 1 | 400
AND/OR/NAND/NOR | 2 | 970
==> power by group <==
group	leakage (nW)	switching [mW]	internal, mW
sequential	0.135	0.0000497	0.113
clock	0.0150	0.0278	0.0253
combinational	0.160	0.00224	0.0138
==> path summary, 6_finish.rpt <==
path       from  endpoint  slack (ps)  depth (start not counted)
max   wr_idx[1]  xs[0][1]        3410                          3
min     x_in[7]  xs[0][7]        1500                          1
Power figures rest on the tool's default switching activity, not on a simulated workload.
