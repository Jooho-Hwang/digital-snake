===== /design/flow/run.sh =====
#!/bin/bash
# OpenROAD 26Q1-2900-gdf79404cd8, Yosys 0.63+post, stock flow scripts
make -C /OpenROAD-flow-scripts/flow DESIGN_CONFIG=/design/flow/config.mk WORK_HOME=/design/flow/orfs finish

===== /design/flow/config.mk =====
export PLATFORM = sky130hd
export DESIGN_NAME = apple_gen_lfsr
export DESIGN_NICKNAME = apple_gen_lfsr
export VERILOG_FILES = /design/flow/design.v
export SDC_FILE = /design/flow/constraint.sdc
export NUM_CORES = 4
export LEC_CHECK = 1
export CORE_AREA = 10 10 93 93
export DIE_AREA = 0 0 103 103

===== /design/flow/constraint.sdc =====
current_design apple_gen_lfsr

set clk_period 1.4
set clk_io_pct 0.2

create_clock -name clk0 -period $clk_period [get_ports {clk}]

set non_clock_inputs [all_inputs -no_clocks]
set_input_delay [expr $clk_period * $clk_io_pct] -clock clk0 $non_clock_inputs
set_output_delay [expr $clk_period * $clk_io_pct] -clock clk0 [all_outputs]

===== /design/flow/design.v =====
module apple_gen_lfsr (
  input  wire clk,
  input  wire rst,
  input  wire tick,
  output reg  [7:0] ax,
  output reg  [6:0] ay
);
  reg [15:0] lfsr;
  wire fb = lfsr[15] ^ lfsr[13] ^ lfsr[12] ^ lfsr[10];
  always @(posedge clk or posedge rst) begin
    if (rst) begin
      lfsr <= 16'hACE1;
    end else if (tick) begin
      lfsr <= {lfsr[14:0], fb};
    end
  end
  always @* begin
    ax = lfsr[7:0];
    ay = lfsr[14:8];
  end
endmodule

==> impl_metrics.toml <==
# implementation run metrics
[worst_setup_path]
worstPathArrival_ns = 1.06
start_kind = "register"
setup.worst_path.end = "ax[1]"
reg2reg_to = "lfsr[0]"
regToRegSetupSlack_ns = 0.27
crit_family = "buffers and inverters"
crit_type = "reg -> out"
worst-r2r-cell-count = 5
r2r_start = "lfsr[12]"
endpoint_kind = "output pin"
path_cells = "clkdlybuf4s50_1"
slowest_stage = "clkdlybuf4s50_1"
max_stage_delay_ns = 0.48
cp.buffers_inverters = 1
cp_data_required_time_ns = 1.12
critPathMaxFanout = 2
path_depth = 1
cp-startpoint = "lfsr[1]"

[place]
port_buffers = 17
place_hpwl_mm = 1.17
gp_congestion = 0.644

[timing]
tightest_slew_ns = 0.189
fin_setup_tns_ns = 0
fin_skew_ns = 0.000243
relSlewSlack_pct = 87.4
min_period_ns = 1.34
hold_violations = 0
setup_viol = 0
period_used_pct = 96.0
clock.fmax_mhz = 744
rsz0062_at_grt = "no"
slew_viol_final = 0

[run]
tool_warnings = 25
maxCapViolations = 0

[final_layout]
fillCellCount = 743
largest_reg_flops = 16
synthToLayoutAreaGrowth_pct = 40.1
largest-register = "lfsr"
drive_gt1_share_pct = 58.1
final_util_pct = 16.4
regArea_sq_um = 410
reg_top3 = "lfsr: 16 flops"
comb_area_sq_um = 234

[clock_network]
clock_path_buffers = 2
clkTransAtPathRegs_ns = 0.06
cts_root_buf = "clkbuf_8"
htreeDepth = 1
cts_tree = "built"
cts.sinks = 16
worstSkewPairLatency_ns = 0.24
cts_inserted_buffers = 3

[synthesis]
flop_cell = "dfstp_2"
top_cell_area_share_pct = 26.5
synth-area-yosys_sq_um = 792
yosysMostFrequentCell = "buf_4"
syn-cell-area_sq_um = 792
largest_area_cell = "dfstp_2"
synth_cell_type_count = 11
ys_cells = 54
syn_avg_cell_area_sq_um = 14.7
ys_ff = 16
topCellsByArea = "dfstp_2, dfrtp_1, mux2_4, buf_4, mux2_2"
synth_warnings = 1
synth-edff-count = 0
synthCells = 54
synthTopCellsByCount = "buf_4, dfrtp_1, dfstp_2, mux2_4, mux2_2"
async_flop_share_pct = 100
synth_seq_share_pct = 51.8

[detailed_routing]
dr.pass1.iters = 4
routed_wl_mm = 1.53
ant_nets = 0
antenna_cells = 0
drtIter0Drc = 18
wl_per_cell_microns = 9.96
drc = 0
avgViaCountPerCell = 2.69
vias = 414

[floorplan]
fp-utilization_pct = 11.7
die_w_microns = 103
core-area_sq_mm = 0.00676
pin_count = 18
dieArea_sq_mm = 0.0106
rows = 30
die_y_microns = 103

[pwr]
vdd_drop_max_uv = 660
pwr_density_cell_mw_per_mm2 = 2220
p_leak_nw = 0.515

[grt]
overflow = 0
gr-usage-all-layers_pct = 3.10
grt_antenna_before_repair = 0
grt_pass1_vias = 439
grt_pass1_wl_mm = 2.46
grt_max_degree = 18

[outcome]
status = "finished, final reports clean"

[min_path]
hp-class = "in -> async"
per-layer routing:
layer	up-vias	track usage [%]	part of all wire (%)
li1	204	-	-
met1	192	4.08	48
met2	18	4.53	42
met3	0	1.69	10
met4	0	0.321	0
met5	-	0	0
final cells by class:
cell class | count | area share (%)
timing repair buffer | 33 | 27.6
inverter | 1 | 0.338
tap | 80 | 9.02
sequential | 16 | 37.0
multi-input combinational | 20 | 21.1
clock buffer | 4 | 4.96
kinds of logic after synthesis:
kind of cell | synth area share, %
mux | 25.1
buf+inv | 18.6
xor+xnor | 3.32
flops | 51.8
compound gates | 0.631
simple gates | 0.473
placed cells by master (no fill, tap or decap):
cell	instances
xnor2_1	3
inv_1	1
dlygate4sd2_1	7
dfstp_2	8
clkdlybuf4s50_1	5
dlymetal6s2s_1	5
a21oi_1	1
mux2_4	8
buf_4	15
clkbuf_8	4
dfrtp_1	8
buf_12	1
mux2_2	7
nor2_1	1
metrics by stage:
| step | hold slack, ns | total power, W | instance area [sq um] | std cells | setup slack, ns |
|---|---|---|---|---|---|
| after global routing | 0.371 | 0.00267 | 1110 | 154 | 0.00203 |
| after global placement | 0.508 | 0.00193 | 953 | 137 | -0.0209 |
| after detailed placement | 0.500 | 0.00194 | 953 | 137 | -0.0270 |
| final | 0.340 | 0.00246 | 1110 | 154 | 0.0557 |
| after CTS | 0.354 | 0.00251 | 1080 | 152 | 0.00168 |
| after floorplan | 0.188 | 0.00161 | 792 | 54 | 0.459 |
worst min-delay path by stage:
stage          to
4_1_cts   lfsr[4]
5_1_grt   lfsr[8]
6_report  lfsr[4]
power by group:
group | switching, W | internal, W
logic | 0.000321 | 0.000837
clock network | 0.000143 | 0.000249
registers | 0.000129 | 0.000785
total | 0.000593 | 0.00187
repair_timing:
item                       in CTS  in global routing
setup buffers                  11                  2
hold buffers                    0                  0
gates cloned                    0                  0
setup endpoints to repair      13                  5
gates resized                   7                  5
Power and IR drop assume default switching activity.
